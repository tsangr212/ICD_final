===== flow/run.sh =====
#!/bin/bash
# OpenROAD 26Q1-2900-gdf79404cd8, Yosys 0.63+post, stock flow scripts
make -C /OpenROAD-flow-scripts/flow DESIGN_CONFIG=/design/flow/config.mk WORK_HOME=/design/flow/orfs finish

===== flow/config.mk =====
export PLATFORM = sky130hd
export DESIGN_NAME = SW
export DESIGN_NICKNAME = SW
export VERILOG_FILES = /design/flow/design.v
export SDC_FILE = /design/flow/constraint.sdc
export NUM_CORES = 4
export LEC_CHECK = 1
export CORE_UTILIZATION = 40

===== flow/constraint.sdc =====
current_design SW

set clk_period 54.4
set clk_io_pct 0.2

create_clock -name clk0 -period $clk_period [get_ports {clk}]

set non_clock_inputs [all_inputs -no_clocks]
set_input_delay [expr $clk_period * $clk_io_pct] -clock clk0 $non_clock_inputs
set_output_delay [expr $clk_period * $clk_io_pct] -clock clk0 [all_outputs]

===== flow/design.v =====
module SW #(parameter WIDTH_SCORE = 8, parameter WIDTH_POS_REF = 7, parameter WIDTH_POS_QUERY = 6)
       (
           input           clk,
           input           reset,
           input           valid,
           input [1:0]     data_ref,
           input [1:0]     data_query,
           output          finish,
           output [WIDTH_SCORE - 1:0]   max,
           output [WIDTH_POS_REF - 1:0]   pos_ref,
           output [WIDTH_POS_QUERY - 1:0]   pos_query
       );
parameter IDLE = 3'd0;
parameter CAL1 = 3'd1;                   
parameter CAL2 = 3'd2;
parameter CAL3 = 3'd3;
parameter OUT = 3'd4;
parameter signed gopen = 8'hFE;  
parameter signed gextend = 8'hFF; 
parameter signed match = 8'h02;
parameter signed mismatch = 8'hFF;
parameter signed zero = 8'h00;
parameter num_q = 7'd47;
parameter num_h0 = 7'd48;
parameter num_r = 7'd63;
parameter num_s = 7'd15;    
parameter num_2s = 7'd31;
integer i;
reg [2:0] state, state_n;
reg [6:0] count, count_n;
reg [1:0] row, row_n;
reg [WIDTH_SCORE-1:0] maxi, maxi_n;
reg [WIDTH_POS_REF-1:0] refi, refi_n;
reg [WIDTH_POS_QUERY-1:0] queryi, queryi_n;
reg [1:0] ref [0:num_r];
reg [1:0] ref_n [0:num_r];
reg [1:0] query [0:num_q];
reg [1:0] query_n [0:num_q];
reg signed [7:0] S [0:num_s];
reg signed [7:0] S_n [0:num_s];
reg [1:0] S_ref [0:num_s];
reg [1:0] S_query [0:num_s];
reg [1:0] S_query_n [0:num_s];
reg signed [WIDTH_SCORE-1:0] I [0:num_s];
reg signed [WIDTH_SCORE-1:0] I_n [0:num_s];
reg signed [WIDTH_SCORE-1:0] I0 [0:num_q];
reg signed [WIDTH_SCORE-1:0] D [0:num_s];
reg signed [WIDTH_SCORE-1:0] D_n [0:num_s];
reg signed [WIDTH_SCORE-1:0] H0 [0:num_h0];
reg signed [WIDTH_SCORE-1:0] H [0:num_2s];
reg signed [WIDTH_SCORE-1:0] H_n [0:num_2s];
reg signed [WIDTH_SCORE-1:0] max_h;
reg [WIDTH_POS_QUERY-1:0] max_i;
assign max = maxi;
assign pos_query = queryi;
assign pos_ref = refi;
assign finish = (state==OUT)? 1'd1 : 1'd0;
always @(*)
begin
    case(state)
        IDLE:
        begin
            state_n = (valid==1)? CAL1 : IDLE;
            count_n = 7'd0;
            row_n = 2'd0;
        end
        CAL1:
        begin
            state_n = (count < num_r-1)? CAL1 : CAL2;     
            count_n = (count < num_r-1)? count+1 : 7'd0;
            row_n = (count < num_r-1)? row : row+1;
        end
        CAL2:
        begin
            state_n = (row < 2'd2 | count < num_r)? CAL2 : CAL3;
            count_n = (count < num_r)? count+1 : 7'd0;
            row_n = (count < num_r)? row : row+1;
        end
        CAL3:
        begin
            state_n = (count < num_s+1)? CAL3 : OUT;   
            count_n = count + 1;
            row_n = row;
        end
        default:
        begin
            state_n = IDLE;
            count_n = 7'd0;
            row_n = 2'd0;
        end
    endcase
end
always @(*)
begin
    case(state)
        IDLE:
        begin
            S_query_n[0] = (valid==1)? data_query :2'd1;
            for(i=1;i<=num_s;i=i+1)
            begin
                S_query_n[i] = S_query[i];
            end
        end
        CAL1:
        begin
            S_query_n[0] = S_query[0];
            for(i=1;i<=num_s;i=i+1)
            begin
                S_query_n[i] = (count==i-1)? data_query : S_query[i];
            end
        end
        CAL2:
        begin
            for(i=0;i<=num_s;i=i+1)
            begin
                S_query_n[i] = (count==i)? query[i+(num_s+1)*row] : S_query[i];
            end
        end
        CAL3:
        begin
            for(i=0;i<=num_s;i=i+1)
            begin
                S_query_n[i] = (count==i)? 2'd1 : S_query[i];
            end
        end
        default:
        begin
            for(i=0;i<=num_s;i=i+1)
            begin
                S_query_n[i] = S_query[i];
            end
        end
    endcase
end
always @(*)
begin
    case(state)
        IDLE:
        begin
            for(i=1;i<=num_s;i=i+1)
            begin
                S_n[i] = S[i];
            end
            if(valid==1)
            begin
                S_n[0] = (data_query==data_ref)? match : mismatch;   
            end
            else
            begin
                S_n[0] = S[0];
            end
        end
        CAL1:
        begin
            S_n[0] = (data_ref==S_query[0])? match : mismatch;
            for(i=1;i<=num_s;i=i+1)
            begin
                S_n[i] = (i-1==count)? ((data_query==S_ref[i-1])? match : mismatch) :
                    (S_ref[i-1]==S_query[i])? match : mismatch;
            end
        end
        CAL2:
        begin
            S_n[0] = (S_query_n[0]==ref[count])? match : mismatch;
            for(i=1;i<=num_s;i=i+1)
            begin
                S_n[i] = (S_query_n[i]==S_ref[i-1])? match : mismatch;
            end
        end
        CAL3:
        begin
            S_n[0] = mismatch;
            for(i=1;i<=num_s;i=i+1)
            begin
                S_n[i] = (S_query_n[i]==S_ref[i-1])? match : mismatch;
            end
        end
        default:
        begin
            for(i=0;i<=num_s;i=i+1)
            begin
                S_n[i] = S[i];
            end
        end
    endcase
end
always @(*)
begin
    for(i=0;i<=num_q;i=i+1)
    begin
        query_n[i] = query[i];
    end
    for(i=0;i<=num_r;i=i+1)
    begin
        ref_n[i] = ref[i];
    end
    if(state==IDLE)
    begin
        ref_n[0] = (valid==1)? data_ref : ref[0];
        query_n[0] = (valid==1)? data_query : query[0];
    end
    else if(state==CAL1)
    begin
        if(count<num_q)
        begin
            query_n[count+1] = data_query;
        end
        ref_n[count+1] = data_ref;
    end
end
always @(*)
begin
    case(state)
        IDLE:
        begin
            for(i=0;i<=num_2s;i=i+1)
            begin
                H_n[i] = H[i];
            end
        end
        CAL1:
        begin
            H_n[0] = (D[0][7] == 0)? {(D[0] > S[0])? D[0] : S[0]} : {(S[0] > zero)? S[0] : zero};    
            for(i=1;i<=num_s;i=i+1)
            begin
                if(I[i]>D[i])
                begin
                    if(H[i+num_s]+S[i]>zero)
                    begin
                        H_n[i] = (I[i]>H[i+num_s]+S[i])? I[i] : H[i+num_s]+S[i];
                    end
                    else
                    begin
                        H_n[i] = (I[i]>zero)? I[i] : zero;
                    end
                end
                else
                begin
                    if(H[i+num_s]+S[i]>zero)
                    begin
                        H_n[i] = (D[i]>H[i+num_s]+S[i])? D[i] : H[i+num_s]+S[i];
                    end
                    else
                    begin
                        H_n[i] = (D[i]>zero)? D[i] : zero;
                    end
                end
            end
            for(i=num_s+1;i<=num_2s;i=i+1)
            begin
                H_n[i] = H[i-num_s-1];
            end
        end
        CAL2, CAL3:
        begin
            if(I[0]>D[0])
            begin
                if(H0[num_h0]+S[0]>zero)
                begin
                    H_n[0] = (I[0]>H0[num_h0]+S[0])? I[0] : H0[num_h0]+S[0];
                end
                else
                begin
                    H_n[0] = (I[0]>zero)? I[0] : zero;
                end
            end
            else
            begin
                if(H0[num_h0]+S[0]>zero)
                begin
                    H_n[0] = (D[0]>H0[num_h0]+S[0])? D[0] : H0[num_h0]+S[0];
                end
                else
                begin
                    H_n[0] = (D[0]>zero)? D[0] : zero;
                end
            end
            for(i=1;i<=num_s;i=i+1)
            begin
                if(I[i]>D[i])
                begin
                    if(H[i+num_s]+S[i]>zero)
                    begin
                        H_n[i] = (I[i]>H[i+num_s]+S[i])? I[i] : H[i+num_s]+S[i];
                    end
                    else
                    begin
                        H_n[i] = (I[i]>zero)? I[i] : zero;
                    end
                end
                else
                begin
                    if(H[i+num_s]+S[i]>zero)
                    begin
                        H_n[i] = (D[i]>H[i+num_s]+S[i])? D[i] : H[i+num_s]+S[i];
                    end
                    else
                    begin
                        H_n[i] = (D[i]>zero)? D[i] : zero;
                    end
                end
            end
            for(i=num_s+1;i<=num_2s;i=i+1)
            begin
                H_n[i] = (i-(num_s+1)==count-1)? 8'd0 : H[i-num_s-1];
            end
        end
        default:
        begin
            for(i=0;i<=num_2s;i=i+1)
            begin
                H_n[i] = H[i];
            end
        end
    endcase
end
always @(*)
begin
    case(state)
        IDLE:
        begin
            for(i=0;i<=num_s;i=i+1)
            begin
                I_n[i] = I[i];
            end
        end
        CAL1:
        begin
            I_n[0] = I[0];
            for(i=1;i<=num_s;i=i+1)
            begin
                I_n[i] = (count>=i-1)? {(H_n[i-1]+gopen > I[i-1]+gextend)? H_n[i-1]+gopen : I[i-1]+gextend} : I[i];
            end
        end
        CAL2, CAL3:
        begin
            I_n[0] = (H0[num_q-1]+gopen > I0[num_q]+gextend)? H0[num_q-1]+gopen : I0[num_q]+gextend;
            for(i=1;i<=num_s;i=i+1)
            begin
                I_n[i] = (H_n[i-1]+gopen > I[i-1]+gextend)? H_n[i-1]+gopen : I[i-1]+gextend;
            end
        end
        default:
        begin
            for(i=0;i<=num_s;i=i+1)
            begin
                I_n[i] = I[i];
            end
        end
    endcase
end
always @(*)
begin
    case(state)
        IDLE:
        begin
            for(i=0;i<=num_s;i=i+1)
            begin
                D_n[i] = D[i];
            end
        end
        CAL1:
        begin
            for(i=0;i<=num_s;i=i+1)
            begin
                D_n[i] = (count>=i-1)? {(H_n[i]+gopen > D[i]+gextend)? H_n[i]+gopen : D[i]+gextend} : D[i];
            end
        end
        CAL2, CAL3:
        begin
            for(i=0;i<=num_s;i=i+1)
            begin
                D_n[i] = (i==count)? gopen :
                    (H_n[i]+gopen > D[i]+gextend)? H_n[i]+gopen : D[i]+gextend;
            end
        end
        default:
        begin
            for(i=0;i<=num_s;i=i+1)
            begin
                D_n[i] = D[i];
            end
        end
    endcase
end
always @(*)
begin
    case(state)
        IDLE:
        begin
            maxi_n = 8'd0;
            queryi_n = 6'd0;
            refi_n = 7'd0;
            max_h = 8'd0;
            max_i = 6'd0;
        end
        CAL1:
        begin
            max_i = num_s;
            max_h = H[num_s];
            for(i=0;i<num_s;i=i+1)
            begin  
                if(H[i] > max_h)
                begin
                    max_h = H[i];
                    max_i = i;
                end
            end
            if(max_h > $signed(maxi))
            begin
                maxi_n = max_h;
                refi_n = count-max_i;
                queryi_n = max_i+1;
            end
            else
            begin
                maxi_n = maxi;
                queryi_n = queryi;
                refi_n = refi;
            end
        end
        CAL2:
        begin
            max_i = num_s;
            max_h = H[num_s];
            for(i=0;i<num_s;i=i+1)
            begin
                if(H[i] > max_h)
                begin
                    max_h = H[i];
                    max_i = i;
                end
            end
            if(max_h > $signed(maxi))
            begin
                maxi_n = max_h;
                refi_n = ((count-max_i+num_r) > num_r+1)? count-max_i-1 : count-max_i+num_r;
                queryi_n = (count > max_i+1)? max_i+1+(1+num_s)*row :  max_i+1+(1+num_s)*(row-1);
            end
            else
            begin
                maxi_n = maxi;
                queryi_n = queryi;
                refi_n = refi;
            end
        end
        CAL3:
        begin                 
            max_i = num_s;
            max_h = H[num_s];
            for(i=0;i<num_s;i=i+1)
            begin
                if(H[i] > max_h)
                begin
                    max_h = H[i];
                    max_i = i;
                end
            end
            if(max_h > $signed(maxi))
            begin
                maxi_n = max_h;
                refi_n = ((count-max_i+num_r) > num_r+1)? count-max_i-1 : count-max_i+num_r;
                queryi_n = (count > max_i+1)? max_i+1+(1+num_s)*row :  max_i+1+(1+num_s)*(row-1);
            end
            else
            begin
                maxi_n = maxi;
                queryi_n = queryi;
                refi_n = refi;
            end
        end
        default:
        begin
            max_h = 8'd0;
            max_i = 6'd0;
            maxi_n = maxi;
            queryi_n = queryi;
            refi_n = refi;
        end
    endcase
end
always@(posedge clk or posedge reset)
begin
    if(reset)
    begin
        state <= IDLE;
        count <= 7'd0;
        row <= 2'd0;
        for(i=0;i<=num_q;i=i+1)
        begin
            query[i] <= 2'd1;       
        end
        for(i=0;i<=num_r;i=i+1)
        begin
            ref[i] <= 2'd0;         
        end
        for(i=0;i<=num_s;i=i+1)
        begin
            S_query[i] <= 2'd1;
        end
        for(i=0;i<=num_s;i=i+1)
        begin
            S_ref[i] <= 2'd0;
        end
        for(i=0;i<=num_s;i=i+1)
        begin
            S[i] <= mismatch;
        end
        for(i=0;i<=num_q;i=i+1)
        begin
            I0[i] <= gopen;
        end
        for(i=0;i<=num_s;i=i+1)
        begin
            I[i] <= gopen;
        end
        for(i=0;i<=num_s;i=i+1)
        begin
            D[i] <= gopen;
        end
        for(i=0;i<=num_2s;i=i+1)
        begin
            H[i] <= zero;
        end
        for(i=0;i<=num_h0;i=i+1)
        begin
            H0[i] <= zero;
        end
        maxi <= 8'd0;
        queryi <= 6'd0;
        refi <= 7'd0;
    end
    else
    begin
        case(state)
            IDLE:
            begin
                S_ref[0] <= (valid==1)? data_ref : 2'd0;  
                for(i=1;i<=num_s;i=i+1)
                begin
                    S_ref[i] <= S_ref[i-1];
                end
                for(i=0;i<=num_h0;i=i+1)
                begin
                    H0[i] <= H0[i-1];
                end
                for(i=0;i<=num_q;i=i+1)
                begin
                    I0[i] <= I0[i];
                end
            end
            CAL1:
            begin
                S_ref[0] <= data_ref;  
                for(i=1;i<=num_s;i=i+1)
                begin
                    S_ref[i] <= S_ref[i-1];
                end
                H0[0] <= (count[6:4] > 3'd0)? H[15] : 8'd0;     
                for(i=1;i<=num_h0;i=i+1)
                begin
                    H0[i] <= H0[i-1];
                end
                I0[0] <= (count>=num_s)? I[num_s] : gopen;
                for(i=1;i<=num_q;i=i+1)
                begin
                    I0[i] <= I0[i-1];
                end
            end
            CAL2:
            begin
                S_ref[0] <= ref[count];  
                for(i=1;i<=num_s;i=i+1)
                begin
                    S_ref[i] <= S_ref[i-1];
                end
                H0[0] <= (count == 7'd16)?  8'd0 : H[15];   
                for(i=1;i<=num_h0;i=i+1)
                begin
                    H0[i] <= H0[i-1];
                end
                I0[0] <= I[num_s];
                for(i=1;i<=num_q;i=i+1)
                begin
                    I0[i] <= I0[i-1];
                end
            end
            CAL3:
            begin
                S_ref[0] <= 2'd0;  
                for(i=1;i<=num_s;i=i+1)
                begin
                    S_ref[i] <= S_ref[i-1];
                end
                H0[0] <= (count == 7'd16)?  8'd0 : H[15];   
                for(i=1;i<=num_h0;i=i+1)
                begin
                    H0[i] <= H0[i-1];
                end
                I0[0] <= I[num_s];
                for(i=1;i<=num_q;i=i+1)
                begin
                    I0[i] <= I0[i-1];
                end
            end
            default:
            begin  
                for(i=0;i<=num_s;i=i+1)
                begin
                    S_ref[i] <= S_ref[i-1];
                end
                for(i=0;i<=num_h0;i=i+1)
                begin
                    H0[i] <= H0[i-1];
                end
                for(i=0;i<=num_q;i=i+1)
                begin
                    I0[i] <= I0[i];
                end
            end
        endcase
        state <= state_n;
        count <= count_n;
        row <= row_n;
        for(i=0;i<=num_q;i=i+1)
        begin
            query[i] <= query_n[i];
        end
        for(i=0;i<=num_r;i=i+1)
        begin
            ref[i] <= ref_n[i];
        end
        for(i=0;i<=num_s;i=i+1)
        begin
            S_query[i] <= S_query_n[i];
        end
        for(i=0;i<=num_s;i=i+1)
        begin
            S[i] <= S_n[i];
        end
        for(i=0;i<=num_s;i=i+1)
        begin
            I[i] <= I_n[i];
        end
        for(i=0;i<=num_s;i=i+1)
        begin
            D[i] <= D_n[i];
        end
        for(i=0;i<=num_2s;i=i+1)
        begin
            H[i] <= H_n[i];
        end
        maxi <= maxi_n;
        queryi <= queryi_n;
        refi <= refi_n;
    end
end
endmodule

==> flow_metrics.env <==
# source this file to load flow results
export IMPL_finalHoldViolCount=0
export IMPL_grt_ovfl_total=0
export IMPL_cp_max_fo=19
export IMPL_dp_cells=13600
export IMPL_grt_max_degree=124
export IMPL_crit_top_cell="ha_1"
export IMPL_synth_distinct_cells=114
export IMPL_fp_util=0.402
export IMPL_cap_violations=0
export IMPL_clkLatencyLatePin_ns=0.88
export IMPL_num_rows=181
export IMPL_period_needed_ns=36.22
export IMPL_r2r_end="refi[6]$_DFFE_PP0P_"
export IMPL_avgSynthCellArea_um2=9.22
export IMPL_clock_sinks=1617
export IMPL_area_delta_synth_final_pct=10.8
export IMPL_clk_pin_slew_ns=0.06
export IMPL_cts_resized=0
export IMPL_fmax_mhz=27.6
export IMPL_track_usage=0.236
export IMPL_max_slew_margin=0.330
export IMPL_wirelength_um=278000
export IMPL_drc=0
export IMPL_die_area_um2=246000
export IMPL_worstHoldPathCells=0
export IMPL_ys_ff=1617
export IMPL_worst_setup_path_end_kind="register"
export IMPL_post_cts_repair_setup_buffers=0
export IMPL_crit_arrival_ns=37.01
export IMPL_outcome="complete, no violations"
export IMPL_min_from="H0[16][0]$_DFF_PP0_"
export IMPL_yosys_warnings=18
export IMPL_edf_count=0
export IMPL_whs_ns=0.275
export IMPL_via_count=76400
export IMPL_synth_seq_area_share=0.423
export IMPL_grt_pass1_wl_um=440000
export IMPL_setup_tns_ns=0
export IMPL_r2r_slack_ns=18.18
export IMPL_drive_above_1_share=0.138
export IMPL_start_kind="register"
export IMPL_slowest_delay_ns=0.81
export IMPL_cts_hold_buf=0
export IMPL_warning_count=77
export IMPL_crit_reg2reg_launch="H[15][1]$_DFF_PP0_"
export IMPL_ys_cells=10600
export IMPL_ctsLongestPathBuffers=3
export IMPL_grt_setup_unrepaired="no"
export IMPL_layoutNonFillerInstCount=14000
export IMPL_hold_path_class="reg2reg"
export IMPL_first_iter_violations=5237
export IMPL_io_buffers=28
export IMPL_final_antenna_net_count=0
export IMPL_boundaryPins=29
export IMPL_tightest_slew_ns=0.999
export IMPL_finalCritPeriodShare=0.666
export IMPL_async_reset_ff_frac=1.00
export IMPL_cts_buffers=180
export IMPL_pre_cts_ws_ns=18.50
export IMPL_hold_end="H0[17][0]$_DFF_PP0_"
export IMPL_netlist_instances=10600
export IMPL_ys_flop_type="dfrtp_1"
export IMPL_routed_via_density=5.47
export IMPL_die_h_um=496
export IMPL_grt_pass1_vias=75300
export IMPL_yosys_area_um2=97700
export IMPL_ctsHtreeMaxLevel=4
export IMPL_gp_congestion=0.944
export IMPL_ff2ff_path_depth=162
export IMPL_finalMaxSlewViolations=0
export IMPL_fin_skew_ns=0.113
export IMPL_setup_violations=0
export IMPL_antenna_found_initial=6
export IMPL_setup_worst_path_class="reg2reg"
export IMPL_netlist_area_um2=97700
export IMPL_n_fill_cell=22600
export IMPL_dieWidth_um=496
export IMPL_tritoncts="done"
export IMPL_firstDrtPassIters=6
export IMPL_crit_required_ns=55.19
export IMPL_fp_coreArea_um2=243000
export IMPL_setup_ws_ns=18.18
export IMPL_crit_path_top_delay_cell="a21oi_1"
export IMPL_wire_per_inst_um=19.9
export IMPL_cts_root_buf="clkbuf_16"
export IMPL_hpwlAfterDp_um=203000
cells in the mapped netlist (115+ instances only):
library cell / n / area [um^2]
xnor2_1: 360 / 3150
nor2b_1: 179 / 1120
nand3_1: 270 / 1350
ha_1: 976 / 12200
dfrtp_1: 976 / 24400
inv_1: 615 / 2310
o21ai_0: 561 / 2810
mux2i_1: 157 / 1570
nor2_1: 787 / 2950
xor2_1: 125 / 1090
clkbuf_1: 335 / 1260
nand2_1: 1728 / 6490
nand2b_1: 161 / 1010
dfstp_2: 641 / 16800
o21a_1: 118 / 886
a22o_1: 115 / 1010
a21oi_1: 775 / 3880
mux2_2: 273 / 3070
nor3_1: 170 / 851
area by class of cell:
| cell class | count | area [um^2] | share of cell area |
|---|---|---|---|
| multi-input combinational | 7989 | 52700 | 0.487 |
| sequential | 1617 | 41300 | 0.381 |
| clock buffer | 256 | 5210 | 0.0482 |
| tap | 3202 | 4010 | 0.0370 |
| inverter | 617 | 2320 | 0.0214 |
| timing repair buffer | 197 | 1580 | 0.0146 |
| clock inverter | 78 | 1110 | 0.0103 |
| antenna | 3 | 7.51 | 0.0000694 |
worst max path at each step:
| stage | from | to | slack [ns] |
|---|---|---|---|
| 5_1_grt | H[15][1]$_DFF_PP0_ | refi[6]$_DFFE_PP0P_ | 14.86 |
| 6_report | H[15][1]$_DFF_PP0_ | refi[6]$_DFFE_PP0P_ | 18.18 |
| 4_1_cts | H[15][1]$_DFF_PP0_ | refi[6]$_DFFE_PP0P_ | 18.31 |
cells in the final DEF, fill, tap and decap left out, types with 270 or more instances in the layout:
master,instances
ha_1,976
dfrtp_1,974
inv_1,613
xnor2_1,360
a21oi_1,775
dfstp_2,641
nand3_1,270
o21ai_0,560
nor2_1,785
nand2_1,1727
mux2_2,273
registers in the layout (all words and copies together) (netlist names):
register	flops
state	5
row	2
I0	384
refi	7
D	128
S_ref	30
maxi	8
ref	128
count	7
query	96
S	16
S_query	32
H0	392
I	128
H	248
queryi	6
per-stage QoR:
stage | utilization | cell area [um^2]
CTS | 0.445 | 108000
detailed placement | 0.419 | 102000
floorplan | - | 97700
global route | 0.445 | 108000
global placement | 0.419 | 102000
finish | 0.445 | 108000
metal layers:
layer | up-vias | share of wire | global-route usage | wire length (um)
li1 | 37100 | - | - | -
met1 | 37000 | 0.46 | 0.358 | 129000
met2 | 1911 | 0.45 | 0.356 | 124000
met3 | 422 | 0.057 | 0.0414 | 15700
met4 | 4 | 0.032 | 0.0645 | 8790
met5 | - | 0.000072 | 0 | 20
worst max-delay path, delay by kind of cell (launching register included):
kind	cells	cell delay (ns)
AOI/OAI and AO/OA	78	18.50
xor gates and xnor gates	1	0.66
adders and majority gates	18	5.47
buffers and inverters	16	1.66
DFF	1	0.43
muxes	8	2.59
and+or+nand+nor	41	6.72
logic make-up after synthesis:
| family | synth area share |
|---|---|
| AND-OR/OR-AND | 0.152 |
| flip-flops | 0.423 |
| multiplexers | 0.0480 |
| XOR/XNOR | 0.0435 |
| adder cells (fa/ha/maj) | 0.126 |
| buffers and inverters | 0.0383 |
| AND/OR/NAND/NOR | 0.170 |
